[/design/flow/config.mk]
export PLATFORM = sky130hd
export DESIGN_NAME = SequenceDetector
export DESIGN_NICKNAME = SequenceDetector
export VERILOG_FILES = /design/flow/design.v
export SDC_FILE = /design/flow/constraint.sdc
export NUM_CORES = 4
export LEC_CHECK = 1
export CORE_AREA = 10 10 70 70
export DIE_AREA = 0 0 80 80
[/design/flow/constraint.sdc]
current_design SequenceDetector

set clk_period 1.5
set clk_io_pct 0.2

create_clock -name clk0 -period $clk_period [get_ports {clk}]

set non_clock_inputs [all_inputs -no_clocks]
set_input_delay [expr $clk_period * $clk_io_pct] -clock clk0 $non_clock_inputs
set_output_delay [expr $clk_period * $clk_io_pct] -clock clk0 [all_outputs]
[/design/flow/design.v]
module SequenceDetector (
  input logic clk,         
  input logic reset_n,     
  input logic data_in,     
  output logic sequence_detected  
);
  typedef enum logic [1:0] {
    IDLE,
    STATE_0,
    STATE_01,
    STATE_011
  } State_t;
  State_t state, next_state;
  always_ff @(posedge clk or negedge reset_n)
  begin
    if (!reset_n)
      state <= IDLE;
    else
      state <= next_state;
  end
  always_comb begin
    case (state)
      IDLE: begin
        if (data_in == 0)
          next_state = STATE_0;
        else
          next_state = IDLE;
      end
      STATE_0: begin
        if (data_in == 1)
          next_state = STATE_01;
        else
          next_state = IDLE;
      end
      STATE_01: begin
        if (data_in == 1)
          next_state = STATE_011;
        else
          next_state = IDLE;
      end
      STATE_011: begin
        if (data_in == 0)
          next_state = STATE_0;
        else
          next_state = IDLE;
      end
      default: next_state = IDLE;
    endcase
  end
  always@(*) begin
    case(state)
      IDLE:begin
        sequence_detected=1'b0;
      end
      STATE_0:begin
        sequence_detected=1'b0;
      end
      STATE_01:begin
        sequence_detected=1'b0;
      end
      STATE_011:begin
        sequence_detected=1'b1;
      end  
    endcase
  end
endmodule
[/design/flow/run.sh]
#!/bin/bash
# OpenROAD 26Q1-2900-gdf79404cd8, Yosys 0.63+post, stock flow scripts
make -C /OpenROAD-flow-scripts/flow DESIGN_CONFIG=/design/flow/config.mk WORK_HOME=/design/flow/orfs finish
==> impl_metrics.env <==
# flow metrics
export IMPL_maxSlewHeadroom_pct=87.47
export IMPL_synth_area_um2=133.9
export IMPL_syn_to_final_growth_pct=85.05
export IMPL_io_pins=4
export IMPL_route_detailed_drc=0
export IMPL_rows=21
export IMPL_ys_seq_share_pct=75.70
export IMPL_finalHoldViolations=0
export IMPL_antenna_found_initial=0
export IMPL_cts_buffers=3
export IMPL_cts_hold_buf=0
export IMPL_fin_util_pct=7.253
export IMPL_drtIter0Drc=1
export IMPL_nFillCells=404
export IMPL_cts_htree_levels=1
export IMPL_vdd_ir_drop_max_v=0.0002755
export IMPL_clk_pin_slew_ns=0.04
export IMPL_cts_tree="built"
export IMPL_crit_chain="clkdlybuf4s50_1"
export IMPL_worst_slew_pin_transition_ns=0.1873
export IMPL_grt_overflow=0
export IMPL_worstSkewPairLatency_ns=0.24
export IMPL_period_needed_ns=1.360
export IMPL_power_frac_comb_pct=7.2
export IMPL_fin_ws_ns=0.1399
export IMPL_reg_top3="state: 4 flops"
export IMPL_synth_area_per_cell_um2=13.39
export IMPL_drive_gt1_share_pct=35.29
export IMPL_setup_tns_ns=0
export IMPL_fp_util_pct=3.919
export IMPL_clkPwrFrac_pct=50.7
export IMPL_cp_arrival_ns=1.06
export IMPL_totalWireLength_um=299
export IMPL_ant_nets=0
export IMPL_port_buffers=3
export IMPL_grt_total_usage_pct=1.043
export IMPL_reg2regPathDepth=2
export IMPL_power_switching_mw=0.06275
export IMPL_required_ns=1.20
export IMPL_p_sw_share_pct=21.23
export IMPL_critical_path_max_stage_delay_ns=0.48
export IMPL_setup_viol=0
export IMPL_rsz0062_at_grt="no"
export IMPL_hold_path_class="in -> async"
export IMPL_grt_pass1_vias=102
export IMPL_vias=87
export IMPL_fp_dieW_um=80
export IMPL_path_delay_family="buffers and inverters"
export IMPL_yosysChipArea_um2=133.9
export IMPL_clkSinkCount=4
export IMPL_cap_violations=0
export IMPL_root_buffer="clkbuf_4"
export IMPL_synth_flops=4
export IMPL_dp_slack_ns=0.3786
export IMPL_whs_ns=0.2624
export IMPL_rr_endpoint="state[0]"
export IMPL_n_antenna_cell=0
export IMPL_grt_pass1_wl_um=489
export IMPL_end_kind="primary output"
export IMPL_ys_types=6
export IMPL_layout_top_cells="clkbuf_4 (3), clkdlybuf4s50_1 (3), dfrtp_1 (3)"
export IMPL_postSynthCellCount=10
export IMPL_synth_top_cell_by_area="dfrtp_1"
export IMPL_top_cells_by_area="dfrtp_1 (56%), dfstp_2 (20%), and2_2 (11%)"
export IMPL_p_int_mw=0.2328
export IMPL_viasPerCell=1.381
export IMPL_drv_slew=0
export IMPL_regMostFlops="state"
export IMPL_grt_max_degree=6
export IMPL_die_y_um=80
export IMPL_top_cell_area_share_pct=56.07
export IMPL_finalCritPeriodShare_pct=90.68
export IMPL_clock_path_buffers=2
export IMPL_first_pass_iters=2
export IMPL_gp_congestion=0.6086
export IMPL_largest_register_ffs=4
export IMPL_skew_ns=0.007546
export IMPL_ff2ff_setup_slack_ns=0.73
export IMPL_p_seq_share_pct=42.1
export IMPL_critical_path_max_fanout=2
export IMPL_path_class="reg -> out"
export IMPL_cp_slowest_cell="clkdlybuf4s50_1"
export IMPL_status="complete, no violations"
export IMPL_r2r_start="state[0]"
export IMPL_p_total_mw=0.2955
export IMPL_cts_resized=0
export IMPL_ys_cells=10
export IMPL_post_cts_buffers=0
export IMPL_post_drt_wl_per_cell_um=4.746
export IMPL_leakage_nw=0.09088
export IMPL_fmax_ghz=0.7352
export IMPL_crit_path_start_kind="flop"
export IMPL_dieArea_um2=6400
export IMPL_yosys_warnings=1
export IMPL_warnings=25
export IMPL_cp_num_buf_inv=1
export IMPL_power_density_nw_per_um2=1193
export IMPL_core_area_um2=3416
[routing by layer]
metal	vias up	global-route usage, %	share of wire, %
li1	47	-	-
met1	36	1.668	66
met2	4	0.5618	22
met3	0	1.136	12
met4	0	0.5282	0
met5	-	0	0
[worst reg2reg max path, cell delays in order (launching register included)]
cell,delay (ns)
dfstp_2,0.51
nor2_1,0.05
a21oi_1,0.14
[Yosys cell counts]
cell	instances
nor3_1	1
dfstp_2	1
nor2_1	2
and2_2	2
a21oi_1	1
dfrtp_1	3
[final cells by class]
class / count / area (um2) / area share (%)
clock buffers: 4 / 26.28 / 10.61
multi-input cells: 6 / 32.53 / 13.13
flip-flops and latches: 4 / 101.3 / 40.91
well taps: 46 / 57.56 / 23.23
repair buffers: 3 / 30.03 / 12.12
[cell families after synthesis]
group	after synthesis	share of synthesized area, %
AND-OR/OR-AND	1	3.735
flip-flops	4	75.70
AND/OR/NAND/NOR	5	20.56
[power groups by stage]
stage	Combinational, mW	Sequential, mW	Clock, mW
4_1_cts	0.0216	0.124	0.161
5_1_grt	0.0250	0.125	0.169
6_report	0.0211	0.124	0.150
[worst max-delay path by stage]
stage	startpoint	endpoint	slack [ns]	depth (start not counted)
finish	state[3]	sequence_detected	0.14	1
CTS	state[3]	sequence_detected	0.11	1
global route	state[3]	sequence_detected	0.1	1
[stage by stage]
step | cells | area (um2)
global placement | 59 | 221.5
global route | 63 | 247.7
detailed placement | 59 | 221.5
floorplan | 10 | 133.9
CTS | 63 | 247.7
finish | 63 | 247.7
